$ cat ./config.mk
export PLATFORM = sky130hd
export DESIGN_NAME = barrel_shifter_32bit
export DESIGN_NICKNAME = barrel_shifter_32bit
export VERILOG_FILES = /design/flow/design.v
export SDC_FILE = /design/flow/constraint.sdc
export NUM_CORES = 4
export LEC_CHECK = 1
export CORE_UTILIZATION = 50
$ cat ./run.sh
#!/bin/bash
# OpenROAD 26Q1-2900-gdf79404cd8, Yosys 0.63+post, stock flow scripts
make -C /OpenROAD-flow-scripts/flow DESIGN_CONFIG=/design/flow/config.mk WORK_HOME=/design/flow/orfs finish
$ cat ./constraint.sdc
current_design barrel_shifter_32bit

set clk_period 6.3
set clk_io_pct 0.2

create_clock -name clk0 -period $clk_period

set non_clock_inputs [all_inputs -no_clocks]
set_input_delay [expr $clk_period * $clk_io_pct] -clock clk0 $non_clock_inputs
set_output_delay [expr $clk_period * $clk_io_pct] -clock clk0 [all_outputs]
$ cat ./design.v
interface uart_if #(
    parameter int DATA_BITS = 8,
    parameter int CLK_FREQ_MHZ = 50,
    parameter int BAUD_RATE = 9600
)(
    input logic clk,
    input logic rst_n
);
    logic uart_tx;
    logic uart_rx;
    logic                   tx_send;
    logic [DATA_BITS-1:0]   tx_data_in;
    logic                   tx_busy;
    logic                   rx_valid;
    logic [DATA_BITS-1:0]   rx_data_out;
    logic [1:0]             rx_state;
    modport dut (
        input clk, rst_n, tx_send, tx_data_in, uart_rx,
        output tx_busy, rx_valid, rx_data_out, uart_tx, rx_state
    );
    modport tx_master (
        input clk, rst_n, tx_busy,
        output tx_send, tx_data_in
    );
    modport rx_slave (
        input clk, rst_n,
        output rx_valid, rx_data_out, rx_state
    );
    modport pins (
        output uart_tx,
        input uart_rx
    );
    modport monitor (
        input clk, rst_n, tx_send, tx_data_in, tx_busy,
              rx_valid, rx_data_out, rx_state, uart_tx, uart_rx
    );
endinterface
interface seq_if (
    input logic clk,
    input logic rst_n
);
    logic in_bit;
    logic seq_detected;
    modport DUT (
        input clk, rst_n, in_bit,
        output seq_detected
    );
    modport DRV (
        input clk, rst_n, seq_detected,
        output in_bit
    );
    modport MON (
        input clk, rst_n, in_bit, seq_detected
    );
endinterface
module barrel_shifter_32bit #(
	parameter integer DATA_WIDTH = 32,
    parameter integer SHIFT_WIDTH = 5
	)(
	input   [DATA_WIDTH - 1:0]  data_in,
    input   [SHIFT_WIDTH - 1:0] shift_amount,
    input                       dir,
    output  [DATA_WIDTH - 1:0]  data_out
    );
    wire [DATA_WIDTH - 1:0] stage0_out;
    wire [DATA_WIDTH - 1:0] stage1_out;
    wire [DATA_WIDTH - 1:0] stage2_out;
    wire [DATA_WIDTH - 1:0] stage3_out;
    wire [DATA_WIDTH - 1:0] stage4_out;
    assign stage0_out = shift_amount[0] ? 
                        (dir ? {data_in[DATA_WIDTH - 2:0], 1'b0} : {1'b0, data_in[DATA_WIDTH - 1:1]}) : 
                        data_in;
    assign stage1_out = shift_amount[1] ? 
                        (dir ? {stage0_out[DATA_WIDTH - 3:0], 2'b00} : {2'b00, stage0_out[DATA_WIDTH - 1:2]}) : 
                        stage0_out;
    assign stage2_out = shift_amount[2] ? 
                        (dir ? {stage1_out[DATA_WIDTH - 5:0], 4'b0000} : {4'b0000, stage1_out[DATA_WIDTH - 1:4]}) : 
                        stage1_out;
    assign stage3_out = shift_amount[3] ? 
                        (dir ? {stage2_out[DATA_WIDTH - 9:0], 8'b00000000} : {8'b00000000, stage2_out[DATA_WIDTH - 1:8]}) : 
                        stage2_out;
    assign stage4_out = shift_amount[4] ? 
                        (dir ? {stage3_out[DATA_WIDTH - 17:0], 16'b0000000000000000} : {16'b0000000000000000, stage3_out[DATA_WIDTH - 1:16]}) : 
                        stage3_out;
    assign data_out = stage4_out;
endmodule
==> summary.txt <==
Notes from the flow run.

Synth:
- Ranked by total cell area, the synthesized netlist is headed by sky130_fd_sc_hd__mux2i_1 (15%), sky130_fd_sc_hd__nor2_1 (8.0%), sky130_fd_sc_hd__o21ai_0 (5.6%).
- The run gives the dominant cell type by area after synthesis as sky130_fd_sc_hd__mux2i_1.
- Sorting the synthesis cell report by count puts at the top sky130_fd_sc_hd__nor2_1.
- The run gives the tally of unique sky130hd cells used after synthesis as 61.
- The run gives the number of cells in the yosys synthesis report as a little over 600.
- The run gives the number of instances in the synthesized netlist as 612.
- The run puts the post-synthesis chip area from yosys at about 4100 um^2.
- Dividing the synthesized area by the synthesized cell count gives between 6 and 7 um^2.
- The run puts the synthesized cell area at roughly 4100 um^2.
- Of the post-synthesis cell area, the dominant cell type holds 0.154.
- For this run, the number of Yosys warnings is 0.
- The run puts the register area share after synthesis at 0.
- Yosys reports that the most numerous cell types are sky130_fd_sc_hd__nor2_1 (88), sky130_fd_sc_hd__mux2i_1 (64), sky130_fd_sc_hd__nand2_1 (53), sky130_fd_sc_hd__o21ai_0 (46), sky130_fd_sc_hd__a21oi_1 (38).

Power and ir drop:
- The run puts the fraction of power spent switching nets at 0.590.
- The run puts the static leakage at about 1.7 nW.
- The flow reported a cell area power density of 93.4 nW/um^2.
- Per the power-grid run, VDD falls by no more than between 0.00007 and 0.00008 V.
- The power report puts the net switching power at around 260 uW.
- The internal power of the cells totals 179 uW.
- The run puts the portion of total power attributed to the clock network at 0.
- Of the total power, registers draw 0.
- The power report attributes to the combinational group a share of 1.000.

Flow run:
- The run puts the number of logged tool warnings at 34.
- The run puts the number of max-capacitance violations reported at 0.

Drt:
- The run gives the number of nets with antenna violations after routing as 0.
- The run gives the wire length per cell after detailed routing as 24.8 um.
- The first TritonRoute pass finished after 6 iterations.
- In this run, the number of DRC markers left after iteration 0 of detailed routing was 767.
- The run gives the total wire length after detailed routing as 18.2 mm.
- The run puts the total inserted antenna cells at 0.
- The run gives the post-route DRC violation count as 0.
- The run puts the total number of vias at roughly 5500.
- The run gives the number of vias per cell as 7.49.

Clock tree:
- The run puts the number of gates resized after cts at 0.
- In this run, post-CTS hold repair placed 0 buffers.
- The run gives the total setup buffers inserted after CTS as 0.

Timing:
- The run puts the final tally of max-slew violations at 0.
- Timing would allow up to 0.179 GHz.
- The run gives the clock period minus worst slack as 5580 ps.
- Setup repair after global routing left no endpoint under its margin.
- The run puts the worst setup slack after layout at 717 ps.
- The run gives the post-layout period usage of the worst path as 0.886.
- The run puts the setup TNS at 0 ps.
- Across all checked pins, the minimum headroom to the slew limit is 0.422.
- The run puts the worst-margin pin slew at around 870 ps.
- The run gives the final hold violation count as 0.
- The run puts the worst hold slack across all endpoints at 3700 ps.
- The run puts the final setup violation count at 0.

Finish:
- The run gives the synthesis-to-finish area growth as 12.6%.
- The run puts the share of final-layout standard cells stronger than drive strength 1 at 0.110.
- The run gives the multi-input combinational cell area as 3710 um^2.
- The run puts the final design area excluding fillers at approximately 4700 um^2.
- The run gives the sequential cell area as 0 um^2.
- The run gives the sequential cell count of the final layout as 0.
- In the finished layout, the clock tree contains a buffer count of 0.
- After filler insertion, the fill cell instance count of the layout stands at 729.
- The final report gives the core utilization as 0.592.

Worst hold path:
- The path class of the tightest hold or removal check is input port to output port.

Floorplan:
- The run gives the die extent in y as 93.1 um.
- The run gives the effective utilization at floorplan as 0.526.
- The run puts the boundary pin count at 70.
- The die is 93.1 um wide.
- After floorplanning, the core was sized to cover 7890 um^2.
- The run puts the total die size at 8660 um^2.
- For reference, the placement row count at floorplan is 32.

Worst setup path:
- The run gives the critical setup path kind as input port to output port.
- The run gives the arrival time reported for the critical path endpoint as 4320 ps.
- The run puts the maximum fanout along the worst path at 23.
- STA classifies the critical path endpoint as an output port.
- The worst setup path is launched from an input port.
- The run gives the slowest cell on the critical path as sky130_fd_sc_hd__clkdlybuf4s50_1.
- The cell that appears most often on the critical path is sky130_fd_sc_hd__a211oi_1.
- Per STA, the highest per-stage delay on the worst path measures roughly 540 ps.
- The run puts the data required time at the worst endpoint at approximately 5000 ps.
- The critical path goes through buf_2 > buf_4 > clkinv_1 > nor2_1 > a211oi_1 > mux2i_1 > nand3_1 > a211oi_1 > clkdlybuf4s50_1.

Placed design:
- The run gives the number of buffers added on ports as ~70.
- Note, the detailed placer reported a final HPWL of 13.4 mm.
- The run puts the weighted congestion at the end of routability-driven global placement at 1.04.
- The run gives the instance area after placement as 4670 um^2.
- The run gives the pre-CTS setup slack as 860 ps.

GRT:
- Per the GRT congestion report, total overflow comes to 0.
- The run gives the first-pass GRT wire length as between 20 and 30 mm.
- Entering global routing, the biggest net connects 78 pins.
- The run puts the total track usage at 0.426.
- The run gives the via count of the first global-routing pass as just under 5000.
- The number of antenna violations at the first check in global routing was 0.

Status:
- The run finished with clean final reports.
worst paths after layout:
| check | to | slack [ps] | startpoint | cells after the start |
|---|---|---|---|---|
| max | data_out[22] | 720 | shift_amount[1] | 9 |
| min | data_out[18] | 3700 | dir | 5 |
metrics by stage:
| step | power, mW | std cells |
|---|---|---|
| 5_1_grt | 0.461 | 736 |
| 3_3_place_gp | 0.420 | 736 |
| 3_5_place_dp | 0.420 | 736 |
| 4_1_cts | 0.422 | 736 |
| 6_report | 0.436 | 736 |
| 2_1_floorplan | 0.267 | 612 |
cell usage in the layout (no fill, tap or decap), types with 4 or more instances in the layout:
cell and n:
sky130_fd_sc_hd__a211o_1 4, sky130_fd_sc_hd__a211oi_1 25, sky130_fd_sc_hd__a211oi_2 15, sky130_fd_sc_hd__a21oi_1 38, sky130_fd_sc_hd__a22oi_1 6, sky130_fd_sc_hd__a31oi_1 8
sky130_fd_sc_hd__buf_4 15, sky130_fd_sc_hd__clkdlybuf4s50_1 67, sky130_fd_sc_hd__inv_1 5, sky130_fd_sc_hd__mux2_2 11, sky130_fd_sc_hd__mux2i_1 64, sky130_fd_sc_hd__mux4_2 9
sky130_fd_sc_hd__nand2_1 53, sky130_fd_sc_hd__nand2b_1 11, sky130_fd_sc_hd__nand3_1 13, sky130_fd_sc_hd__nor2_1 88, sky130_fd_sc_hd__nor2b_1 7, sky130_fd_sc_hd__nor3_1 31
sky130_fd_sc_hd__o211ai_1 10, sky130_fd_sc_hd__o21ai_0 46, sky130_fd_sc_hd__o221ai_1 9, sky130_fd_sc_hd__o22ai_1 26, sky130_fd_sc_hd__o2bb2ai_1 6, sky130_fd_sc_hd__o32ai_1 8
cells by family after synthesis:
logic type | Yosys count | share of synthesized area
muxes | 86 | 0.243
AOI/OAI and AO/OA | 237 | 0.416
buffers and inverters | 69 | 0.106
and+or+nand+nor | 220 | 0.235
worst max-delay path: cells and delay by family:
| family | cells | cell delay, ps |
|---|---|---|
| AND-OR/OR-AND | 2 | 600 |
| multiplexers | 1 | 240 |
| AND/OR/NAND/NOR | 2 | 490 |
| buffers and inverters | 4 | 1720 |
layout make-up:
| class | instances | share of cell area |
|---|---|---|
| Multi-Input combinational cell | 543 | 0.794 |
| Timing Repair Buffer | 84 | 0.173 |
| Inverter | 7 | 0.00563 |
| Tap cell | 102 | 0.0273 |
metal layers:
layer	vias to the layer above	global-route usage	routed length (um)
met1	2527	0.612	7060
met2	498	0.657	7910
li1	2412	-	-
met4	0	0.156	901
met3	77	0.0496	2350
met5	-	0	0
power groups by stage:
stage         logic (mW)  clock network (mW)  registers [mW]
global route       0.461                   0               0
finish             0.436                   0               0
CTS                0.422                   0               0
No activity file was given, so power comes from the tool's default toggle rates.
