==> flow/design.v <==
interface uart_if #(
    parameter int DATA_BITS = 8,
    parameter int CLK_FREQ_MHZ = 50,
    parameter int BAUD_RATE = 9600
)(
    input logic clk,
    input logic rst_n
);
    logic uart_tx;
    logic uart_rx;
    logic                   tx_send;
    logic [DATA_BITS-1:0]   tx_data_in;
    logic                   tx_busy;
    logic                   rx_valid;
    logic [DATA_BITS-1:0]   rx_data_out;
    logic [1:0]             rx_state;
    modport dut (
        input clk, rst_n, tx_send, tx_data_in, uart_rx,
        output tx_busy, rx_valid, rx_data_out, uart_tx, rx_state
    );
    modport tx_master (
        input clk, rst_n, tx_busy,
        output tx_send, tx_data_in
    );
    modport rx_slave (
        input clk, rst_n,
        output rx_valid, rx_data_out, rx_state
    );
    modport pins (
        output uart_tx,
        input uart_rx
    );
    modport monitor (
        input clk, rst_n, tx_send, tx_data_in, tx_busy,
              rx_valid, rx_data_out, rx_state, uart_tx, uart_rx
    );
endinterface
interface seq_if (
    input logic clk,
    input logic rst_n
);
    logic in_bit;
    logic seq_detected;
    modport DUT (
        input clk, rst_n, in_bit,
        output seq_detected
    );
    modport DRV (
        input clk, rst_n, seq_detected,
        output in_bit
    );
    modport MON (
        input clk, rst_n, in_bit, seq_detected
    );
endinterface
module adder_tree_multiplier_top #(
    parameter integer DATA_WIDTH = 8
)(
    input wire                     clk,
    input wire                     rst_n,
    input wire                     EA,      
    input wire                     EB,      
    input wire [DATA_WIDTH-1:0]    A_in,
    input wire [DATA_WIDTH-1:0]    B_in,
    output reg  [2*DATA_WIDTH-1:0]  P_out   
);
    reg [DATA_WIDTH-1:0] A_reg;
    reg [DATA_WIDTH-1:0] B_reg;
    wire [2*DATA_WIDTH-1:0] product_wire;
    always @(posedge clk or negedge rst_n) begin
        if (!rst_n) begin
            A_reg <= {DATA_WIDTH{1'b0}};
            B_reg <= {DATA_WIDTH{1'b0}};
        end else begin
            if (EA)
                A_reg <= A_in;
            if (EB)
                B_reg <= B_in;
        end
    end
    adder_tree_multiplier #(
        .DATA_WIDTH(DATA_WIDTH)
    ) u_adder_tree_multiplier (
        .a(A_reg),
        .b(B_reg),
        .product(product_wire)
    );
    always @(posedge clk or negedge rst_n) begin
        if (!rst_n) begin
            P_out <= {(2*DATA_WIDTH){1'b0}};
        end else begin
            P_out <= product_wire;
        end
    end
endmodule
module adder_tree_multiplier #(
    parameter integer DATA_WIDTH = 8
)(
    input  wire [DATA_WIDTH-1:0]    a,
    input  wire [DATA_WIDTH-1:0]    b,
    output wire [2*DATA_WIDTH-1:0]  product
);
    wire [2*DATA_WIDTH-1:0] pp [DATA_WIDTH-1:0];
    genvar i;
    generate
        for (i = 0; i < DATA_WIDTH; i = i + 1) begin : GEN_PP
            assign pp[i] = b[i] ? ({{DATA_WIDTH{1'b0}}, a} << i)
                                : {2*DATA_WIDTH{1'b0}};
        end
    endgenerate
    wire [2*DATA_WIDTH-1:0] sum_stage1 [((DATA_WIDTH+1)/2)-1:0];
    wire [2*DATA_WIDTH-1:0] sum_stage2 [((DATA_WIDTH+3)/4)-1:0];
    assign sum_stage1[0] = pp[0] + pp[1];
    assign sum_stage1[1] = pp[2] + pp[3];
    assign sum_stage1[2] = pp[4] + pp[5];
    assign sum_stage1[3] = pp[6] + pp[7];
    assign sum_stage2[0] = sum_stage1[0] + sum_stage1[1];
    assign sum_stage2[1] = sum_stage1[2] + sum_stage1[3];
    assign product = sum_stage2[0] + sum_stage2[1];
endmodule
==> flow/constraint.sdc <==
current_design adder_tree_multiplier_top

set clk_period 7.7
set clk_io_pct 0.2

create_clock -name clk0 -period $clk_period [get_ports {clk}]

set non_clock_inputs [all_inputs -no_clocks]
set_input_delay [expr $clk_period * $clk_io_pct] -clock clk0 $non_clock_inputs
set_output_delay [expr $clk_period * $clk_io_pct] -clock clk0 [all_outputs]
==> flow/run.sh <==
#!/bin/bash
# OpenROAD 26Q1-2900-gdf79404cd8, Yosys 0.63+post, stock flow scripts
make -C /OpenROAD-flow-scripts/flow DESIGN_CONFIG=/design/flow/config.mk WORK_HOME=/design/flow/orfs finish
==> flow/config.mk <==
export PLATFORM = sky130hd
export DESIGN_NAME = adder_tree_multiplier_top
export DESIGN_NICKNAME = adder_tree_multiplier_top
export VERILOG_FILES = /design/flow/design.v
export SDC_FILE = /design/flow/constraint.sdc
export NUM_CORES = 4
export LEC_CHECK = 1
export CORE_UTILIZATION = 40
==> notes.md <==
run metrics: status complete, no violations, clock latency (worst-skew pair) 0.28 ns, Slew Limit Headroom 0.703, Flops after synth 32, unrepaired setup endpoints after global routing no, Startpoint Class flip-flop, area of the multi-input gates ~2300 sq um, CTS tree built, biggest area cells dfrtp_1 24%, ha_1 17%, fa_1 15%, port bufs 35, Die Ht roughly 93 microns, Worst Skew 0.00680 ns, H-tree depth 2, first-pass iteration count of the detailed router 4, die area 8560 sq um, synthesis-to-finish area growth 18.3%, Seq. cell area 801 sq um, setup bufs post-CTS 0, All-Layer GR Usage 0.160, WHS around 0.65 ns, Dominant cell area share 0.244, initial drt markers 102, max cap viols 0, maximum operating frequency 0.192 GHz, Slew Limit Fails 0, clk slew on worst S/H paths 0.07 ns, layout cell share with drive strength beyond 1 0.0720, Primary FF master, synth dfrtp_1, drt wl/cell 12.9 microns, post-place instance area roughly 3800 sq um, Final Cell Area 3880 sq um, largest net degree at the start of global routing 33, Setup violations, final 0, OpenROAD warning count 25, grt total ovfl 0, min cycle time layout 5.20 ns, cts bufs inserted 5, via count 2336, data required time at the worst endpoint 7.90 ns, Post-DP HPWL about 4900 microns, Ys Warns 2, # IOs 36, Worst Hold Class flip-flop to flip-flop, Worst-Margin Slew between 0.4 and 0.5 ns, # rows 32, max reg flops 16, post-synthesis cell count 334, Final Cycle Share 0.676, Placeable Area 7810 sq um, Max Buffers Root-to-Sink 2, Met3 Wirelength 183 microns, CP max FO 9, Vias/cell 4.90, crit path capture type flip-flop, Fillers 714, Chip Area, Yosys 3280 sq um, DRT antenna net count 0, Post-Syn Area around 3300 sq um, final setup TNS 0 ns, root buffer cell clkbuf_8, highest metal used met4, ys cells 334, Post-synth seq share 0.244, fraction of registers with async set/reset 1.00, vias in the first global route 2188, # DRC 0, largest area contributor in the netlist dfrtp_1, first-pass GRT wire length between 10000 and 15000 microns, P per Cell Area ~310 nW/um^2, GPL Wtd Cong 0.855, count of library flops with an enable pin 0, DRT Wirelength 6140 microns, LEAKAGE 0.00185 uW, starting density of the core 0.420, CTS sink cnt 32, worst setup path class flip-flop to flip-flop, Arr. time, crit path approximately 5.4 ns, WL met2 2800 microns, post_cts resized 0, antenna violations before repair 0, DRT met1 WL around 3100 microns, Avg Cell Area, Syn 9.81 sq um, Distinct lib cells used 33, width of the die 92.5 microns, final core occ 0.497, # diodes 0, worst vdd ir about 0.00015 V, final hold vios 0, CTS Hold Bufs 0
per-stage QoR:
stage                     setup slack [ns]  instances  total power (uW)
after floorplan                       2.85        334               843
after global placement                2.55        469              1040
after detailed placement              2.48        469              1050
after CTS                             2.46        477              1240
after global routing                  2.17        477              1350
final                                 2.50        477              1220
per-layer routing:
layer  vias up  track usage
met5         -            0
met4         0       0.0143
met3         5       0.0201
met2        42        0.247
met1      1086        0.258
li1       1203            -
worst max-delay path, stage by stage (launching register included):
cell       delay, ns
dfrtp_1         0.49
and2_1          0.19
ha_1            0.22
inv_1           0.07
fa_1            0.20
nor2b_1         0.06
o21a_1          0.18
o21ai_1         0.20
nand2_1         0.08
a221oi_1        0.37
fa_1            0.50
fa_1            0.55
inv_1           0.06
fa_1            0.52
inv_1           0.04
ha_1            0.36
and3_1          0.20
a2111oi_4       0.39
o21ai_1         0.13
a21oi_1         0.19
xnor2_1         0.14
logic make-up (layout without fill, tap and decap cells):
logic type / after synthesis / in the layout / share of synthesized area
and+or+nand+nor: 112 / 112 / 0.185
xor gates and xnor gates: 20 / 20 / 0.0535
AOI/OAI and AO/OA: 49 / 49 / 0.103
DFF: 32 / 32 / 0.244
muxes: 16 / 16 / 0.0550
adders and majority gates: 69 / 69 / 0.318
buffers and inverters: 36 / 77 / 0.0412
cell usage after synthesis, drive strengths merged (3+ instances only):
master / number
inv: 33
o21a: 4
a21o: 5
fa: 24
a31oi: 3
nor2: 16
xor2: 3
clkbuf: 3
a211oi: 8
nor3: 9
o21ai: 15
mux2: 16
a21oi: 6
nand2: 19
nor2b: 7
nand2b: 3
xnor2: 17
and3: 3
and2: 52
dfrtp: 32
ha: 45
final timing paths:
check / cells past startpoint / startpoint / slack (ns) / end
max: 20 / A_reg[1]$_DFFE_PN0P_ / 2.50 / P_out[14]$_DFF_PN0_
min: 1 / B_reg[0]$_DFFE_PN0P_ / 0.65 / P_out[0]$_DFF_PN0_
max reg2reg: 20 / A_reg[1]$_DFFE_PN0P_ / 2.50 / P_out[14]$_DFF_PN0_
min reg2reg: 1 / B_reg[0]$_DFFE_PN0P_ / 0.65 / P_out[0]$_DFF_PN0_
max in group asynchronous: 2 / rst_n / 5.73 / A_reg[7]$_DFFE_PN0P_
min in group asynchronous: 2 / rst_n / 1.65 / B_reg[6]$_DFFE_PN0P_
placed cells by master, fill, tap and decap left out, types with 2 or more instances in the layout:
master and instances:
a211oi_1 8, a21o_1 5, a21oi_1 6, a221oi_1 2, a31oi_1 3, and2_1 52, and3_1 2, clkbuf_8 7
clkdlybuf4s50_1 35, dfrtp_1 32, fa_1 24, ha_1 45, inv_1 33, mux2_2 16, nand2_1 19, nand2b_1 3
nor2_1 16, nor2b_1 7, nor3_1 9, o21a_1 4, o21ai_0 10, o21ai_1 5, xnor2_1 17, xor2_1 3
power breakdown:
group          internal (uW)  switching [uW]  total [uW]
Combinational            402             380         783
Sequential               224            28.5         252
Clock                    114            67.2         181
Total                    741             476        1220
cell type report:
type                       instances  share of cell area
multi-input combinational        266               0.604
sequential                        32               0.207
timing repair buffer              36              0.0923
tap                              102              0.0329
inverter                          33              0.0319
clock buffer                       7              0.0248
clock inverter                     1             0.00774
Power and IR drop assume default switching activity.
