==> flow/design.v <==
interface uart_if #(
    parameter int DATA_BITS = 8,
    parameter int CLK_FREQ_MHZ = 50,
    parameter int BAUD_RATE = 9600
)(
    input logic clk,
    input logic rst_n
);
    logic uart_tx;
    logic uart_rx;
    logic                   tx_send;
    logic [DATA_BITS-1:0]   tx_data_in;
    logic                   tx_busy;
    logic                   rx_valid;
    logic [DATA_BITS-1:0]   rx_data_out;
    logic [1:0]             rx_state;
    modport dut (
        input clk, rst_n, tx_send, tx_data_in, uart_rx,
        output tx_busy, rx_valid, rx_data_out, uart_tx, rx_state
    );
    modport tx_master (
        input clk, rst_n, tx_busy,
        output tx_send, tx_data_in
    );
    modport rx_slave (
        input clk, rst_n,
        output rx_valid, rx_data_out, rx_state
    );
    modport pins (
        output uart_tx,
        input uart_rx
    );
    modport monitor (
        input clk, rst_n, tx_send, tx_data_in, tx_busy,
              rx_valid, rx_data_out, rx_state, uart_tx, uart_rx
    );
endinterface
interface seq_if (
    input logic clk,
    input logic rst_n
);
    logic in_bit;
    logic seq_detected;
    modport DUT (
        input clk, rst_n, in_bit,
        output seq_detected
    );
    modport DRV (
        input clk, rst_n, seq_detected,
        output in_bit
    );
    modport MON (
        input clk, rst_n, in_bit, seq_detected
    );
endinterface
module CLA_8bit #(
	parameter integer DATA_WIDTH = 8
	)(
	input   [DATA_WIDTH - 1:0] a, 
	input	[DATA_WIDTH - 1:0] b,
	input                      cin,
	output  [DATA_WIDTH - 1:0] sum,
	output                     cout
	);
	wire [DATA_WIDTH-1:0] G;
	wire [DATA_WIDTH-1:0] P;
	wire [DATA_WIDTH:0]   C;
	assign G = a & b;
	assign P = a ^ b;
	assign C[0] = cin;
	genvar i;
	generate
		for (i = 0; i < DATA_WIDTH; i = i + 1) begin : CLA_CARRY
			assign C[i + 1] = G[i] | (P[i] & C[i]);
		end
	endgenerate
	assign sum = P ^ C[DATA_WIDTH-1:0];
	assign cout = C[DATA_WIDTH];
endmodule
module adder_32bit (
	input  [31:0] a,
	input  [31:0] b,
	input         cin,
	output [31:0] sum,
	output        cout
	);
	wire [31:0] adder_sum;
	wire [4:0]  adder_cout;
	assign adder_cout[0] = cin;
	genvar i;
	generate
        for (i = 0; i < 4; i = i + 1) begin : CLA_BLOCKS
            CLA_8bit #(.DATA_WIDTH(8)) cla_inst (
                .a   (a[i*8 +: 8]),
                .b   (b[i*8 +: 8]),
                .cin (adder_cout[i]),
                .sum (adder_sum[i*8 +: 8]),
                .cout(adder_cout[i+1])
            );
        end
    endgenerate
	assign sum = adder_sum;
	assign cout = adder_cout[4];
endmodule
==> flow/constraint.sdc <==
current_design adder_32bit

set clk_period 31.2
set clk_io_pct 0.2

create_clock -name clk0 -period $clk_period

set non_clock_inputs [all_inputs -no_clocks]
set_input_delay [expr $clk_period * $clk_io_pct] -clock clk0 $non_clock_inputs
set_output_delay [expr $clk_period * $clk_io_pct] -clock clk0 [all_outputs]
==> flow/config.mk <==
export PLATFORM = sky130hd
export DESIGN_NAME = adder_32bit
export DESIGN_NICKNAME = adder_32bit
export VERILOG_FILES = /design/flow/design.v
export SDC_FILE = /design/flow/constraint.sdc
export NUM_CORES = 4
export LEC_CHECK = 1
export CORE_AREA = 10 10 104 104
export DIE_AREA = 0 0 114 114
==> flow/run.sh <==
#!/bin/bash
# OpenROAD 26Q1-2900-gdf79404cd8, Yosys 0.63+post, stock flow scripts
make -C /OpenROAD-flow-scripts/flow DESIGN_CONFIG=/design/flow/config.mk WORK_HOME=/design/flow/orfs finish
==> impl_metrics.yaml <==
# physical design summary
cells_and_area:
  regArea_um2: 0
  fillers: 946
  areaGrowthSynthToFinish_pct: 165
  ff_count: 0
  drive_gt1_share_pct: 0
  n_clock_buffer: 0
critical_path:
  cp_top_family: "adder cells"
  slowest_stage: "clkdlybuf4s50_1"
  crit_type: "in2out"
  crit_buf_inv: 6
  slowest_delay_ns: 0.46
  cp_common_cell: "fa_1"
  worst_setup_path_start_kind: "primary input"
  worst-endpoint-arrival_ns: 19.69
  startpoint: "a[0]"
  worst-endpoint-required_ns: 24.96
  crit_cells: 38
  worstPathMaxFanout: 1
  cp-endpoint: "sum[31]"
  cp-end-kind: "primary output"
pwr:
  power.density_nw_per_um2: 19.2
  p_total_uw: 34.4
  ir_drop_mv: 0.00696
  leakagePower_nw: 0.670
job:
  drv_cap: 0
  warning_count: 32
global_route:
  first_global_vias: 942
  grt_usage_pct: 5.15
  grt_max_degree: 2
  grt_antenna_before_repair: 0
  grt_overflow: 0
  grt_pass1_wl_um: 5300
drt:
  antennaDiodeCount: 0
  drtAntennaViolNets: 0
  post_drt_wl_per_cell_um: 13.8
  dr.first_iter.drc_count: 8
  drc_errors: 0
  viasPerCell: 2.92
  drtPass1Iterations: 2
  dr_total_vias: 723
  wirelength_um: 3420
clock_tree:
  cts_hold_buf: 0
  cts_resized: 0
  post_cts_buffers: 0
final_timing:
  setup_violations: 0
  finalClockPeriodUsage_pct: 83.1
  fmax_mhz: 38.6
  slew_viol_final: 0
  fin_tns_setup_ns: 0
  hold_slack_ns: 13.53
  maxSlewHeadroom_pct: 91.5
  setup_ws_ns: 5.27
  worst_pin_slew_ns: 0.128
  period_needed_ns: 25.93
  rsz0062_at_grt: "no"
  finalHoldViolCount: 0
logic_synthesis:
  synth_chip_area_um2: 678
  ys_cells: 42
  synthCells: 42
  syn-cell-area_um2: 678
  yosysMostFrequentCell: "fa_1"
  common_cells: "32 x fa_1, 10 x inv_1"
  postSynthSeqShare_pct: 0
  synth_area_leader_cell: "fa_1"
  area_leaders: "fa_1 94%, inv_1 5.5%"
  avgSynthCellArea_um2: 16.1
  ys_types: 2
  top_cell_area_share_pct: 94.5
  yosysWarnings: 0
placed_design:
  io_buffers: 98
  place.gp.congestion: 0.748
  dp_hpwl_um: 3410
  place_ws_ns: 5.18
run_status:
  status: "completed"
floorplanning:
  die_w_um: 114
  core_area_um2: 8680
  die_h_um: 114
  rows: 34
  io_pins: 98
  initial_core_util_pct: 7.81
  die_area_um2: 13000
hold_path:
  hp-class: "in2out"
  hold_path_depth: 5
through the flow:
stage          utilization, %  cell area [um2]  std cells
6_report                 20.7             1790        248
5_1_grt                  20.7             1790        248
4_1_cts                  20.7             1790        248
3_5_place_dp             20.7             1790        248
3_3_place_gp             20.7             1790        248
2_1_floorplan               -              678         42
how the worst min path moves through the flow:
stage	startpoint	end	slack, ns
5_1_grt	cin	sum[0]	13.58
6_report	cin	sum[0]	13.53
4_1_cts	cin	sum[0]	13.54
logic make-up (layout without fill, tap and decap cells):
kind of cell / Yosys count / after routing / share of synthesized area, %
adders and majority gates: 32 / 32 / 94.5
buffers and inverters: 10 / 108 / 5.54
per-layer routing:
layer,vias to the layer above,share of wire (%),track usage [%]
met5,-,0,0
met4,0,0,0
met3,0,30,5.32
met2,97,33,6.91
met1,314,38,6.00
li1,312,-,-
layout by cell type, fill, tap and decap left out, drive strengths merged:
cell type / Yosys / routed
fa: 32 / 32
clkdlybuf4s50: 0 / 98
inv: 10 / 10
power breakdown:
group          switching, mW  total (mW)  internal, mW
sequential                 0           0             0
clock                      0           0             0
combinational        0.00905      0.0344        0.0254
cell type report:
type | count | area (um2) | share of cell area, %
tap | 108 | 135 | 7.53
multi-input combinational | 32 | 641 | 35.7
timing repair buffer | 98 | 981 | 54.7
inverter | 10 | 37.5 | 2.09
Power and IR drop assume default switching activity.
